--- flow/run.sh ---
#!/bin/bash
# OpenROAD 26Q1-2900-gdf79404cd8, Yosys 0.63+post, stock flow scripts
make -C /OpenROAD-flow-scripts/flow DESIGN_CONFIG=/design/flow/config.mk WORK_HOME=/design/flow/orfs finish
--- flow/design.v ---
interface banked_mem_itf(
    input   bit         clk,
    input   bit         rst
);
    logic   [31:0]      addr;
    logic               read;
    logic               write;
    logic   [63:0]      wdata;
    logic               ready;
    logic   [31:0]      raddr;
    logic   [63:0]      rdata;
    logic               rvalid;
    bit                 error = 1'b0;
    modport dut (
        input           clk,
        input           rst,
        output          addr,
        output          read,
        output          write,
        output          wdata,
        input           ready,
        input           raddr,
        input           rdata,
        input           rvalid
    );
    modport mem (
        input           clk,
        input           rst,
        input           addr,
        input           read,
        input           write,
        input           wdata,
        output          ready,
        output          rdata,
        output          raddr,
        output          rvalid,
        output          error
    );
    modport mon (
        input           clk,
        input           rst,
        input           addr,
        input           read,
        input           write,
        input           wdata,
        input           ready,
        input           rdata,
        input           raddr,
        input           rvalid,
        input           error
    );
endinterface
interface mem_itf(
    input   bit         clk,
    input   bit         rst
);
    logic   [31:0]      addr;
    logic   [3:0]       rmask;
    logic   [3:0]       wmask;
    logic   [31:0]      rdata;
    logic   [31:0]      wdata;
    logic               resp;
    bit                 error = 1'b0;
    modport dut (
        input           clk,
        input           rst,
        output          addr,
        output          rmask,
        output          wmask,
        input           rdata,
        output          wdata,
        input           resp
    );
    modport mem (
        input           clk,
        input           rst,
        input           addr,
        input           rmask,
        input           wmask,
        output          rdata,
        input           wdata,
        output          resp,
        output          error
    );
    modport mon (
        input           clk,
        input           rst,
        input           addr,
        input           rmask,
        input           wmask,
        input           rdata,
        input           wdata,
        input           resp,
        output          error
    );
endinterface
interface mon_itf(
    input   bit             clk,
    input   bit             rst
);
            logic           valid [8];
            logic   [63:0]  order [8];
            logic   [31:0]  inst [8];
            logic           halt [8];
            logic   [4:0]   rs1_addr [8];
            logic   [4:0]   rs2_addr [8];
            logic   [31:0]  rs1_rdata [8];
            logic   [31:0]  rs2_rdata [8];
            logic   [4:0]   rd_addr [8];
            logic   [31:0]  rd_wdata [8];
            logic   [31:0]  pc_rdata [8];
            logic   [31:0]  pc_wdata [8];
            logic   [31:0]  mem_addr [8];
            logic   [3:0]   mem_rmask [8];
            logic   [3:0]   mem_wmask [8];
            logic   [31:0]  mem_rdata [8];
            logic   [31:0]  mem_wdata [8];
            bit             error = 1'b0;
endinterface
package rv32i_types;
    typedef enum logic [6:0] {
        op_b_lui   = 7'b0110111,  
        op_b_auipc = 7'b0010111,  
        op_b_jal   = 7'b1101111,  
        op_b_jalr  = 7'b1100111,  
        op_b_br    = 7'b1100011,  
        op_b_load  = 7'b0000011,  
        op_b_store = 7'b0100011,  
        op_b_imm   = 7'b0010011,  
        op_b_reg   = 7'b0110011,  
        op_b_csr   = 7'b1110011   
    } rv32i_op_b_t;
    typedef enum logic [6:0] {
        op_lui   = 7'b0110111,  
        op_auipc = 7'b0010111,  
        op_jal   = 7'b1101111,  
        op_jalr  = 7'b1100111,  
        op_br    = 7'b1100011,  
        op_load  = 7'b0000011,  
        op_store = 7'b0100011,  
        op_imm   = 7'b0010011,  
        op_reg   = 7'b0110011,  
        op_csr   = 7'b1110011   
    } rv32i_opcode;
    typedef enum bit [2:0] {
        beq  = 3'b000,
        bne  = 3'b001,
        blt  = 3'b100,
        bge  = 3'b101,
        bltu = 3'b110,
        bgeu = 3'b111
    } branch_funct3_t;
    typedef enum bit [2:0] {
        lb  = 3'b000,
        lh  = 3'b001,
        lw  = 3'b010,
        lbu = 3'b100,
        lhu = 3'b101
    } load_funct3_t;
    typedef enum bit [2:0] {
        sb = 3'b000,
        sh = 3'b001,
        sw = 3'b010
    } store_funct3_t;
    typedef enum bit [2:0] {
        add  = 3'b000,  
        sll  = 3'b001,
        slt  = 3'b010,
        sltu = 3'b011,
        axor = 3'b100,
        sr   = 3'b101,  
        aor  = 3'b110,
        aand = 3'b111
    } arith_funct3_t;
    typedef enum bit [2:0] {
        alu_add = 3'b000,
        alu_sll = 3'b001,
        alu_sra = 3'b010,
        alu_sub = 3'b011,
        alu_xor = 3'b100,
        alu_srl = 3'b101,
        alu_or  = 3'b110,
        alu_and = 3'b111
    } alu_ops;
    typedef enum bit [2:0] {
        mul     = 3'b000,
        mulh    = 3'b001,
        mulhsu  = 3'b010,
        mulhu   = 3'b011
    } mul_funct3_t;
    typedef enum bit [2:0] {
        div = 3'b100,
        divu = 3'b101,
        rem = 3'b110,
        remu = 3'b111
    } div_funct3_t;
    typedef enum bit [2:0] {
        mul_uu      = 3'b000,
        mul_ss      = 3'b001,
        mul_su      = 3'b010
    } mul_ops;
endpackage
package module_types;
    localparam I_QUEUE_D_WIDTH = 64+32+1;
    localparam I_QUEUE_DEPTH = 32;
    localparam ROB_DEPTH = 16;
    localparam ROB_ADDR_WIDTH = $clog2(ROB_DEPTH);
    localparam ROB_IDX_SIZE = $clog2(ROB_DEPTH);
    localparam PHYS_REGSIZE = 64;
    localparam HALF_PHYS_REGSIZE = 32;
    localparam HALF_PHYS_REG_ADDR = $clog2(HALF_PHYS_REGSIZE);
    localparam PHYS_REG_ADDR = $clog2(PHYS_REGSIZE);
    localparam RES_SIZE = 16;
    localparam RES_ADDR_WIDTH = $clog2(RES_SIZE);
    localparam MULT_RES_SIZE = 8;
    localparam M_RES_ADDR_WIDTH = $clog2(MULT_RES_SIZE);
    localparam BR_DIV_RES_SIZE = 8;
    localparam BD_RES_ADDR_WIDTH = $clog2(BR_DIV_RES_SIZE);
    localparam BTB_HEIGHT = 128;
    localparam BTB_SET_IDX = $clog2(BTB_HEIGHT);
    localparam BTB_TAG_SIZE = 32 - BTB_SET_IDX - 2;
    localparam BP_HEIGHT = 64;
    localparam BP_SET_IDX = $clog2(BP_HEIGHT);
    typedef struct packed {
        logic  valid;
        logic [63:0]  order;   
        logic [31:0]  inst;
        logic [4:0]  rs1_addr;
        logic [4:0] rs2_addr;
        logic [31:0] rs1_rdata;
        logic [31:0] rs2_rdata;
        logic [4:0] rd_addr;
        logic [31:0] rd_wdata;
        logic [31:0] pc_rdata;
        logic [31:0] pc_wdata;
        logic [31:0] mem_addr;
        logic [3:0]  mem_rmask;
        logic [3:0]  mem_wmask;
        logic [31:0] mem_rdata;
        logic [31:0] mem_wdata;
    } RVFI_signals_t;
    typedef struct packed {
        logic [31:0] inst;
        logic [PHYS_REG_ADDR-1:0]  rs1_s;
        logic [PHYS_REG_ADDR-1:0]  rs2_s;
        logic [PHYS_REG_ADDR-1:0]  rd_s;            
        logic [31:0] rd_v;
        logic [6:0] opcode;
        logic [2:0] fuop;
        logic [2:0] funct3;
        logic [31:0] sext_imm;
        logic ALUsrc;
        logic filled;
        logic rs1_valid;
        logic rs2_valid;
        logic [ROB_IDX_SIZE-1:0] robIndex;
        logic [31:0] pc;
        logic [31:0] pc_next;
        logic  br_pred;
    } reservationStation_reg_t;
    typedef struct packed {
        logic [31:0] inst;
        logic [PHYS_REG_ADDR-1:0]  rs1_s;
        logic [PHYS_REG_ADDR-1:0]  rs2_s;
        logic [PHYS_REG_ADDR-1:0]  rd_s;            
        logic [31:0] rs1_v;
        logic [31:0] rs2_v;
        logic [31:0] rd_v;
        logic [6:0] opcode;
        logic [2:0] fuop;
        logic [2:0] funct3;
        logic [31:0] sext_imm;
        logic ALUsrc;
        logic filled;
        logic rs1_valid;
        logic rs2_valid;
        logic [ROB_IDX_SIZE-1:0] robIndex;
        logic [31:0] pc;
        logic [31:0] pc_next;
        logic  br_pred;
    } functional_unit_t;
    typedef struct packed {
        RVFI_signals_t rvfi_signals;
        logic [PHYS_REG_ADDR-1:0]    phys_addr;
        logic [4:0]    rd_addr;
        logic store_inst;
        logic control_inst;
        logic br_inst;
        logic [31:0] pc;
        logic [31:0] pc_next;
        logic taken;
        logic br_miss;
        logic ready;
    } rob_entry_t;
    typedef enum bit [2:0] {
        arith   = 3'b000,
        comp    = 3'b001,
        mult    = 3'b010,
        agen    = 3'b011,
        branch  = 3'b100,
        division = 3'b101
    } func_unit_sel_t;
    typedef struct packed {
        logic [31:0]        inst;
        logic               ALUsrc;
        logic   [2:0]       fuop;
        logic   [4:0]       rd_addr;
        logic   [4:0]       rs1_addr;
        logic   [4:0]       rs2_addr;
        logic   [31:0]      sext_imm;
        logic   [6:0]       funct7;  
        logic   [2:0]       funct3;
        logic   [6:0]       opcode;  
        func_unit_sel_t     func_unit_sel;
        logic [31:0] pc;
        logic [31:0] pc_next;
        logic  br_pred;
    } decoded_output_t;
    typedef struct packed {
        logic [PHYS_REG_ADDR-1:0]     phys_addr;
        logic           RAT_valid;
    } rat_entry_t;
    typedef struct packed {
        logic [31:0] data;
        logic valid;
        logic [PHYS_REG_ADDR-1:0] commit_phys_rd_addr;
        logic [4:0] commit_arch_rd_addr;
        logic [ROB_IDX_SIZE-1:0] ROB_id;
        logic [31:0] mem_addr;
        logic [3:0] mem_rmask;
        logic [3:0] mem_wmask;
        logic [31:0] mem_wdata;
        logic [31:0] mem_rdata;
        logic [31:0] pc_next;
        logic br_miss;
        logic br_en;
    } cdb_output_t;
    typedef struct packed {
        logic [31:0] mem_addr;
        logic [31:0] mem_wdata;
        logic [3:0] mem_wmask;
    } store_buf_entry_t;
    typedef struct packed{
        logic   [31:0]  dfp_addr;
        logic           dfp_read;
        logic           dfp_write;
        logic   [255:0] dfp_rdata;
        logic   [255:0] dfp_wdata;
        logic           dfp_resp;
    } cache_dfp_port_t;
    typedef struct packed {
        logic [31:0] target_addr;
        logic [BTB_TAG_SIZE-1:0] tag;
        logic  valid;
    } BTB_read_t;
    typedef enum bit [1:0] {  
        STRONGLY_NOT, WEAKLY_NOT, WEAKLY_TAKEN, STRONGLY_TAKEN
    } TWO_BIT_SAT_COUNTER;
endpackage
module cache_arbiter(
    input   logic           clk,
    input   logic           rst,
    input   logic   [31:0]  icache_ufp_addr,
    input   logic           icache_ufp_read,
    input   logic           icache_ufp_write,
    output  logic   [255:0] icache_ufp_rdata,
    input   logic   [255:0] icache_ufp_wdata,
    output  logic           icache_ufp_resp,
    input   logic   [31:0]  dcache_ufp_addr,
    input   logic           dcache_ufp_read,
    input   logic           dcache_ufp_write,
    output  logic   [255:0] dcache_ufp_rdata,
    input   logic   [255:0] dcache_ufp_wdata,
    output  logic           dcache_ufp_resp,
    output  logic   [31:0]  dfp_addr,
    output  logic           dfp_read, 
    output  logic           dfp_write, 
    input   logic   [255:0] dfp_rdata, 
    output  logic   [255:0] dfp_wdata, 
    input   logic           dfp_resp
);
enum int unsigned {
        idle, icache, dcache, prefetch
} state, state_next;
always_ff @(posedge clk) begin
    if (rst) begin
        state <= idle;
    end
    else begin
        state <= state_next;
    end
end
always_comb begin
    dfp_addr = 'x;
    dfp_read = 1'b0;
    dfp_write = 1'b0;
    dfp_wdata = 'x;
    icache_ufp_rdata = 'x;
    icache_ufp_resp = 1'b0;
    dcache_ufp_rdata = '0;
    dcache_ufp_resp = 1'b0;
    state_next = state;
    unique case(state)
        idle: begin
            if (icache_ufp_read || icache_ufp_write) begin
                state_next = icache;
            end
            else if (dcache_ufp_read || dcache_ufp_write) begin
                state_next = dcache;
            end
        end
        icache: begin
                dfp_addr = icache_ufp_addr;
                dfp_read = icache_ufp_read;
                dfp_write = icache_ufp_write;
                dfp_wdata = icache_ufp_wdata;
                icache_ufp_rdata = dfp_rdata;
                icache_ufp_resp = dfp_resp;
                if (icache_ufp_resp) begin
                    state_next = idle;
                end
        end
        dcache: begin
            dfp_addr = dcache_ufp_addr;
            dfp_read = dcache_ufp_read;
            dfp_write = dcache_ufp_write;
            dfp_wdata = dcache_ufp_wdata;
            dcache_ufp_rdata = dfp_rdata;
            dcache_ufp_resp = dfp_resp;
            if (dcache_ufp_resp) begin
                state_next = idle;
            end
        end
        default: begin
        end
    endcase
end
endmodule
--- flow/config.mk ---
export PLATFORM = sky130hd
export DESIGN_NAME = cache_arbiter
export DESIGN_NICKNAME = cache_arbiter
export VERILOG_FILES = /design/flow/design.v
export SDC_FILE = /design/flow/constraint.sdc
export NUM_CORES = 4
export LEC_CHECK = 1
export CORE_AREA = 10 10 627 627
export DIE_AREA = 0 0 637 637
--- flow/constraint.sdc ---
current_design cache_arbiter

set clk_period 15.7
set clk_io_pct 0.2

create_clock -name clk0 -period $clk_period [get_ports {clk}]

set non_clock_inputs [all_inputs -no_clocks]
set_input_delay [expr $clk_period * $clk_io_pct] -clock clk0 $non_clock_inputs
set_output_delay [expr $clk_period * $clk_io_pct] -clock clk0 [all_outputs]
==> flow_metrics.env <==
# implementation run metrics
export IMPL_top_cell_area_share_pct=43.45
export IMPL_yosys_warnings=1
export IMPL_hold_viol_final=0
export IMPL_avgSynthCellArea_sq_um=9.445
export IMPL_grt_max_degree=88
export IMPL_cts_buffers=3
export IMPL_die_w_um=637
export IMPL_ys_seq_share_pct=0.7242
export IMPL_drtPass1Iterations=5
export IMPL_ctsResizeCount=0
export IMPL_critPathMaxStageDelay_ps=1180
export IMPL_netlist_logic_family_top="multiplexers"
export IMPL_critical_path_max_fanout=1
export IMPL_crit_chain="clkdlybuf4s50_1 > mux2_4 > clkdlybuf4s50_1"
export IMPL_lay_top_cells="1640 x clkdlybuf4s50_1, 258 x and2_1, 240 x mux2_4"
export IMPL_yosys_area_sq_mm=0.008293
export IMPL_largest_register_ff_count=3
export IMPL_syn_inst=878
export IMPL_p_sw_share_pct=45.86
export IMPL_min_period_over_period_pct=51.49
export IMPL_leakage_uw=0.009070
export IMPL_netSwitchingPower_uw=399.7
export IMPL_chip_area_sq_mm=0.4058
export IMPL_row_count=226
export IMPL_synthTopCellsByArea="mux2_4 43%, buf_4 23%, and2_1 19%"
export IMPL_crit_type="primary input to output pin"
export IMPL_clk_pin_slew_ps=30
export IMPL_portBuffers=1642
export IMPL_postCtsHoldBufs=0
export IMPL_antenna_found_initial=530
export IMPL_cap_violations=0
export IMPL_period_minus_slack_ps=8084
export IMPL_slew_viol_final=0
export IMPL_setup_viol=0
export IMPL_top_regs="state x3"
export IMPL_critPathBufInv=2
export IMPL_core_area_sq_mm=0.3792
export IMPL_ys_sh_mux_pct=49.97
export IMPL_cts_setup_buffers=0
export IMPL_hpwl_um=390800
export IMPL_fillers=44180
export IMPL_vias=15160
export IMPL_via_per_inst=2.055
export IMPL_simple_gate_share_pct=19.79
export IMPL_rsz0062_at_grt="false"
export IMPL_p_int_uw=471.9
export IMPL_grt_pass1_wl_um=431700
export IMPL_grt_usage_pct=19.25
export IMPL_clockPowerShare_pct=4.7
export IMPL_die_y_um=637
export IMPL_ys_cells=878
export IMPL_clk_latency_ps=230
export IMPL_hold_ws_ps=508.1
export IMPL_max_freq_mhz=123.7
export IMPL_required_ps=12560
export IMPL_critPathTopFamily="buffers and inverters"
export IMPL_cp_common_cell="clkdlybuf4s50_1"
export IMPL_layoutNonFillerInstCount=7378
export IMPL_skew_ps=2.355
export IMPL_peakVddDrop_mv=0.03797
export IMPL_status="finished, final reports clean"
export IMPL_syn_area_sq_mm=0.008293
export IMPL_cts_buffer_depth=2
export IMPL_numClockSinks=3
export IMPL_setup_tns_ps=0
export IMPL_end_kind="output pin"
export IMPL_drtIter0Drc=781
export IMPL_regMostFlops="state"
export IMPL_dp_cells=7230
export IMPL_crit_arrival_ps=4940
export IMPL_warning_count=26
export IMPL_cp_slowest_cell="clkdlybuf4s50_1"
export IMPL_wl_per_cell_um=54.40
export IMPL_mostFrequentLayoutCell="clkdlybuf4s50_1"
export IMPL_io_pins=1643
export IMPL_gp_congestion=1.057
export IMPL_root_buffer="clkbuf_16"
export IMPL_p_comb_share_pct=94.2
export IMPL_htree_levels=1
export IMPL_relSlewSlack_pct=29.72
export IMPL_grt_remaining_overflow=0
export IMPL_wirelength_um=401400
export IMPL_synth_cell_types=21
export IMPL_worstHoldPathType="flip-flop to flip-flop"
export IMPL_drc=0
export IMPL_grt_pass1_vias=13200
export IMPL_area_growth_pct=251.7
export IMPL_cts_tree="yes"
export IMPL_yosysTopAreaCell="mux2_4"
export IMPL_synth_cellmix_compoundShare_pct=0.7091
export IMPL_ys_sh_xor_pct=0
export IMPL_ys_ff=3
export IMPL_power_density_mw_per_mm2=29.89
export IMPL_share_seq_of_total_power_pct=1.1
export IMPL_fp_util_pct=2.187
export IMPL_ant_nets=0
export IMPL_fa_ha_area_share_pct=0
export IMPL_drive_above_1_share_pct=13.48
export IMPL_startpoint_type="primary input"
export IMPL_worst_slew_pin_slew_ps=1051
## through the flow
stage	power [uW]	setup slack [ps]	area [sq um]	util (%)
finish	871.6	7616	29170	7.691
global route	916.0	7583	29020	7.654
CTS	916.4	7563	28810	7.596
detailed placement	870.1	7563	28730	7.576
global placement	868.5	7568	28730	7.576
floorplan	151.4	9173	8293	-
## layer usage
metal  share of wire, %  wire [um]  GRT usage (%)
met5               0.61       2454              0
met3                 17      68700          15.72
met2                 49     195600          32.83
met1                 31     125400          17.93
met4                2.3       9231          3.645
## worst min-delay path, cell delays in order (launching register included)
cell	delay (ps)
dfxtp_1	300
o21ai_0	80
a21oi_1	70
## path summary, 6_finish.rpt
| path | from | to | slack [ps] | cells past startpoint |
|---|---|---|---|---|
| hold reg to reg | state[0]$_DFF_P_ | state[2]$_DFF_P_ | 510 | 2 |
| setup / recovery | icache_ufp_wdata[166] | dfp_wdata[166] | 7620 | 3 |
| hold / removal | state[0]$_DFF_P_ | state[2]$_DFF_P_ | 510 | 2 |
| setup reg to reg | state[1]$_DFF_P_ | state[0]$_DFF_P_ | 14350 | 3 |
## power by group through the flow
stage	combinational [uW]	clock, uW	sequential [uW]
global route	863	42.8	9.90
finish	821	40.8	9.60
CTS	866	41.1	9.76
## cells in the mapped netlist
cell type and count:
o2bb2ai_1 1, nand2b_1 1, inv_1 1, buf_2 9
clkbuf_1 14, clkbuf_2 10, buf_4 256, o311ai_2 1
or4b_4 1, buf_6 28, mux2_2 39, dfxtp_1 3
a22o_2 1, nor2_1 2, a22o_1 1, a21oi_1 1
mux2_4 240, o21ai_0 1, and2_1 258, o21ai_1 1
mux2_1 9
## cells by family after synthesis
family / Yosys count
multiplexers: 288
AND-OR/OR-AND: 7
AND/OR/NAND/NOR: 262
flip-flops: 3
buffers and inverters: 318
## cell type report
cell class                      instances  area [sq um]  share of cell area, %
Antenna cell                          144         360.3                  1.236
Clock buffer                            4         78.83                 0.2703
Inverter                                1         3.754                0.01287
Multi-Input combinational cell        557          5844                  20.04
Sequential cell                         3         63.81                 0.2188
Tap cell                             5016          6276                  21.52
Timing Repair Buffer                 1653         16540                  56.71
Power is estimated from default activity; no workload was simulated.
