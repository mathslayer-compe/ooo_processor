==> flow/design.v <==
interface banked_mem_itf(
    input   bit         clk,
    input   bit         rst
);
    logic   [31:0]      addr;
    logic               read;
    logic               write;
    logic   [63:0]      wdata;
    logic               ready;
    logic   [31:0]      raddr;
    logic   [63:0]      rdata;
    logic               rvalid;
    bit                 error = 1'b0;
    modport dut (
        input           clk,
        input           rst,
        output          addr,
        output          read,
        output          write,
        output          wdata,
        input           ready,
        input           raddr,
        input           rdata,
        input           rvalid
    );
    modport mem (
        input           clk,
        input           rst,
        input           addr,
        input           read,
        input           write,
        input           wdata,
        output          ready,
        output          rdata,
        output          raddr,
        output          rvalid,
        output          error
    );
    modport mon (
        input           clk,
        input           rst,
        input           addr,
        input           read,
        input           write,
        input           wdata,
        input           ready,
        input           rdata,
        input           raddr,
        input           rvalid,
        input           error
    );
endinterface
interface mem_itf(
    input   bit         clk,
    input   bit         rst
);
    logic   [31:0]      addr;
    logic   [3:0]       rmask;
    logic   [3:0]       wmask;
    logic   [31:0]      rdata;
    logic   [31:0]      wdata;
    logic               resp;
    bit                 error = 1'b0;
    modport dut (
        input           clk,
        input           rst,
        output          addr,
        output          rmask,
        output          wmask,
        input           rdata,
        output          wdata,
        input           resp
    );
    modport mem (
        input           clk,
        input           rst,
        input           addr,
        input           rmask,
        input           wmask,
        output          rdata,
        input           wdata,
        output          resp,
        output          error
    );
    modport mon (
        input           clk,
        input           rst,
        input           addr,
        input           rmask,
        input           wmask,
        input           rdata,
        input           wdata,
        input           resp,
        output          error
    );
endinterface
interface mon_itf(
    input   bit             clk,
    input   bit             rst
);
            logic           valid [8];
            logic   [63:0]  order [8];
            logic   [31:0]  inst [8];
            logic           halt [8];
            logic   [4:0]   rs1_addr [8];
            logic   [4:0]   rs2_addr [8];
            logic   [31:0]  rs1_rdata [8];
            logic   [31:0]  rs2_rdata [8];
            logic   [4:0]   rd_addr [8];
            logic   [31:0]  rd_wdata [8];
            logic   [31:0]  pc_rdata [8];
            logic   [31:0]  pc_wdata [8];
            logic   [31:0]  mem_addr [8];
            logic   [3:0]   mem_rmask [8];
            logic   [3:0]   mem_wmask [8];
            logic   [31:0]  mem_rdata [8];
            logic   [31:0]  mem_wdata [8];
            bit             error = 1'b0;
endinterface
package rv32i_types;
    typedef enum logic [6:0] {
        op_b_lui   = 7'b0110111,  
        op_b_auipc = 7'b0010111,  
        op_b_jal   = 7'b1101111,  
        op_b_jalr  = 7'b1100111,  
        op_b_br    = 7'b1100011,  
        op_b_load  = 7'b0000011,  
        op_b_store = 7'b0100011,  
        op_b_imm   = 7'b0010011,  
        op_b_reg   = 7'b0110011,  
        op_b_csr   = 7'b1110011   
    } rv32i_op_b_t;
    typedef enum logic [6:0] {
        op_lui   = 7'b0110111,  
        op_auipc = 7'b0010111,  
        op_jal   = 7'b1101111,  
        op_jalr  = 7'b1100111,  
        op_br    = 7'b1100011,  
        op_load  = 7'b0000011,  
        op_store = 7'b0100011,  
        op_imm   = 7'b0010011,  
        op_reg   = 7'b0110011,  
        op_csr   = 7'b1110011   
    } rv32i_opcode;
    typedef enum bit [2:0] {
        beq  = 3'b000,
        bne  = 3'b001,
        blt  = 3'b100,
        bge  = 3'b101,
        bltu = 3'b110,
        bgeu = 3'b111
    } branch_funct3_t;
    typedef enum bit [2:0] {
        lb  = 3'b000,
        lh  = 3'b001,
        lw  = 3'b010,
        lbu = 3'b100,
        lhu = 3'b101
    } load_funct3_t;
    typedef enum bit [2:0] {
        sb = 3'b000,
        sh = 3'b001,
        sw = 3'b010
    } store_funct3_t;
    typedef enum bit [2:0] {
        add  = 3'b000,  
        sll  = 3'b001,
        slt  = 3'b010,
        sltu = 3'b011,
        axor = 3'b100,
        sr   = 3'b101,  
        aor  = 3'b110,
        aand = 3'b111
    } arith_funct3_t;
    typedef enum bit [2:0] {
        alu_add = 3'b000,
        alu_sll = 3'b001,
        alu_sra = 3'b010,
        alu_sub = 3'b011,
        alu_xor = 3'b100,
        alu_srl = 3'b101,
        alu_or  = 3'b110,
        alu_and = 3'b111
    } alu_ops;
    typedef enum bit [2:0] {
        mul     = 3'b000,
        mulh    = 3'b001,
        mulhsu  = 3'b010,
        mulhu   = 3'b011
    } mul_funct3_t;
    typedef enum bit [2:0] {
        div = 3'b100,
        divu = 3'b101,
        rem = 3'b110,
        remu = 3'b111
    } div_funct3_t;
    typedef enum bit [2:0] {
        mul_uu      = 3'b000,
        mul_ss      = 3'b001,
        mul_su      = 3'b010
    } mul_ops;
endpackage
package module_types;
    localparam I_QUEUE_D_WIDTH = 64+32+1;
    localparam I_QUEUE_DEPTH = 32;
    localparam ROB_DEPTH = 16;
    localparam ROB_ADDR_WIDTH = $clog2(ROB_DEPTH);
    localparam ROB_IDX_SIZE = $clog2(ROB_DEPTH);
    localparam PHYS_REGSIZE = 64;
    localparam HALF_PHYS_REGSIZE = 32;
    localparam HALF_PHYS_REG_ADDR = $clog2(HALF_PHYS_REGSIZE);
    localparam PHYS_REG_ADDR = $clog2(PHYS_REGSIZE);
    localparam RES_SIZE = 16;
    localparam RES_ADDR_WIDTH = $clog2(RES_SIZE);
    localparam MULT_RES_SIZE = 8;
    localparam M_RES_ADDR_WIDTH = $clog2(MULT_RES_SIZE);
    localparam BR_DIV_RES_SIZE = 8;
    localparam BD_RES_ADDR_WIDTH = $clog2(BR_DIV_RES_SIZE);
    localparam BTB_HEIGHT = 128;
    localparam BTB_SET_IDX = $clog2(BTB_HEIGHT);
    localparam BTB_TAG_SIZE = 32 - BTB_SET_IDX - 2;
    localparam BP_HEIGHT = 64;
    localparam BP_SET_IDX = $clog2(BP_HEIGHT);
    typedef struct packed {
        logic  valid;
        logic [63:0]  order;   
        logic [31:0]  inst;
        logic [4:0]  rs1_addr;
        logic [4:0] rs2_addr;
        logic [31:0] rs1_rdata;
        logic [31:0] rs2_rdata;
        logic [4:0] rd_addr;
        logic [31:0] rd_wdata;
        logic [31:0] pc_rdata;
        logic [31:0] pc_wdata;
        logic [31:0] mem_addr;
        logic [3:0]  mem_rmask;
        logic [3:0]  mem_wmask;
        logic [31:0] mem_rdata;
        logic [31:0] mem_wdata;
    } RVFI_signals_t;
    typedef struct packed {
        logic [31:0] inst;
        logic [PHYS_REG_ADDR-1:0]  rs1_s;
        logic [PHYS_REG_ADDR-1:0]  rs2_s;
        logic [PHYS_REG_ADDR-1:0]  rd_s;            
        logic [31:0] rd_v;
        logic [6:0] opcode;
        logic [2:0] fuop;
        logic [2:0] funct3;
        logic [31:0] sext_imm;
        logic ALUsrc;
        logic filled;
        logic rs1_valid;
        logic rs2_valid;
        logic [ROB_IDX_SIZE-1:0] robIndex;
        logic [31:0] pc;
        logic [31:0] pc_next;
        logic  br_pred;
    } reservationStation_reg_t;
    typedef struct packed {
        logic [31:0] inst;
        logic [PHYS_REG_ADDR-1:0]  rs1_s;
        logic [PHYS_REG_ADDR-1:0]  rs2_s;
        logic [PHYS_REG_ADDR-1:0]  rd_s;            
        logic [31:0] rs1_v;
        logic [31:0] rs2_v;
        logic [31:0] rd_v;
        logic [6:0] opcode;
        logic [2:0] fuop;
        logic [2:0] funct3;
        logic [31:0] sext_imm;
        logic ALUsrc;
        logic filled;
        logic rs1_valid;
        logic rs2_valid;
        logic [ROB_IDX_SIZE-1:0] robIndex;
        logic [31:0] pc;
        logic [31:0] pc_next;
        logic  br_pred;
    } functional_unit_t;
    typedef struct packed {
        RVFI_signals_t rvfi_signals;
        logic [PHYS_REG_ADDR-1:0]    phys_addr;
        logic [4:0]    rd_addr;
        logic store_inst;
        logic control_inst;
        logic br_inst;
        logic [31:0] pc;
        logic [31:0] pc_next;
        logic taken;
        logic br_miss;
        logic ready;
    } rob_entry_t;
    typedef enum bit [2:0] {
        arith   = 3'b000,
        comp    = 3'b001,
        mult    = 3'b010,
        agen    = 3'b011,
        branch  = 3'b100,
        division = 3'b101
    } func_unit_sel_t;
    typedef struct packed {
        logic [31:0]        inst;
        logic               ALUsrc;
        logic   [2:0]       fuop;
        logic   [4:0]       rd_addr;
        logic   [4:0]       rs1_addr;
        logic   [4:0]       rs2_addr;
        logic   [31:0]      sext_imm;
        logic   [6:0]       funct7;  
        logic   [2:0]       funct3;
        logic   [6:0]       opcode;  
        func_unit_sel_t     func_unit_sel;
        logic [31:0] pc;
        logic [31:0] pc_next;
        logic  br_pred;
    } decoded_output_t;
    typedef struct packed {
        logic [PHYS_REG_ADDR-1:0]     phys_addr;
        logic           RAT_valid;
    } rat_entry_t;
    typedef struct packed {
        logic [31:0] data;
        logic valid;
        logic [PHYS_REG_ADDR-1:0] commit_phys_rd_addr;
        logic [4:0] commit_arch_rd_addr;
        logic [ROB_IDX_SIZE-1:0] ROB_id;
        logic [31:0] mem_addr;
        logic [3:0] mem_rmask;
        logic [3:0] mem_wmask;
        logic [31:0] mem_wdata;
        logic [31:0] mem_rdata;
        logic [31:0] pc_next;
        logic br_miss;
        logic br_en;
    } cdb_output_t;
    typedef struct packed {
        logic [31:0] mem_addr;
        logic [31:0] mem_wdata;
        logic [3:0] mem_wmask;
    } store_buf_entry_t;
    typedef struct packed{
        logic   [31:0]  dfp_addr;
        logic           dfp_read;
        logic           dfp_write;
        logic   [255:0] dfp_rdata;
        logic   [255:0] dfp_wdata;
        logic           dfp_resp;
    } cache_dfp_port_t;
    typedef struct packed {
        logic [31:0] target_addr;
        logic [BTB_TAG_SIZE-1:0] tag;
        logic  valid;
    } BTB_read_t;
    typedef enum bit [1:0] {  
        STRONGLY_NOT, WEAKLY_NOT, WEAKLY_TAKEN, STRONGLY_TAKEN
    } TWO_BIT_SAT_COUNTER;
endpackage
module shift_add_multiplier
#(
    parameter int OPERAND_WIDTH = 32
)
(
    input logic clk,
    input logic rst,
    input logic start,
    input logic [1:0] mul_type,
    input logic[OPERAND_WIDTH-1:0] a,
    input logic[OPERAND_WIDTH-1:0] b,
    output logic[2*OPERAND_WIDTH-1:0] p,
    output logic done
);
    enum int unsigned {IDLE, SHIFT, ADD, DONE} curr_state, next_state;
    localparam int OP_WIDTH_LOG = $clog2(OPERAND_WIDTH);
    logic [OP_WIDTH_LOG-1:0] counter;
    logic [OPERAND_WIDTH-1:0] b_reg;
    logic [2*OPERAND_WIDTH-1:0] accumulator, a_reg;  
    logic neg_result;
    always_comb
    begin : state_transition
        next_state = curr_state;
        unique case (curr_state)
            IDLE:    next_state = start ? ADD : IDLE;
            ADD:     next_state = SHIFT;
            SHIFT:   next_state = (counter == (OP_WIDTH_LOG)'(OPERAND_WIDTH-1)) ? DONE : ADD;
            DONE:    next_state = start ? DONE : IDLE;
            default: next_state = curr_state;
        endcase
    end : state_transition
    always_comb
    begin : state_outputs
        done = '0;
        p = '0;
        unique case (curr_state)
            DONE:
            begin
                done = 1'b1;
                unique case (mul_type)
                    2'b00: p = accumulator[2*OPERAND_WIDTH-1:0];
                    2'b01,
                    2'b10: p = neg_result ? (~accumulator[2*OPERAND_WIDTH-1-1:0])+1'b1 : accumulator;
                    default: ;
                endcase
            end
            default: ;
        endcase
    end : state_outputs
    always_ff @ (posedge clk)
    begin
        if (rst)
        begin
            curr_state <= IDLE;
            a_reg <= '0;
            b_reg <= '0;
            accumulator <= '0;
            counter <= '0;
            neg_result <= '0;
        end
        else
        begin
            curr_state <= next_state;
            unique case (curr_state)
                IDLE:
                begin
                    if (start)
                    begin
                        accumulator <= '0;
                        unique case (mul_type)
                            2'b00:
                            begin
                                neg_result <= '0;    
                                a_reg <= {{OPERAND_WIDTH{1'b0}}, a};
                                b_reg <= b;
                            end
                            2'b01:
                            begin
                                neg_result <= (a[OPERAND_WIDTH-1] ^ b[OPERAND_WIDTH-1]) && ((a != '0) && (b != '0));
                                a_reg <= (a[OPERAND_WIDTH-1]) ? {OPERAND_WIDTH*{1'b0}, (~a + 1'b1)} : a;
                                b_reg <= (b[OPERAND_WIDTH-1]) ? {(~b + 1'b1)} : b;
                            end
                            2'b10:
                            begin
                                neg_result <= a[OPERAND_WIDTH-1];
                                a_reg <= (a[OPERAND_WIDTH-1]) ? {OPERAND_WIDTH*{1'b0}, (~a + 1'b1)} : a;
                                b_reg <= b;
                            end
                            default:;
                        endcase
                    end
                end
                ADD: if (b_reg[0]) accumulator <= accumulator + a_reg;
                SHIFT:
                begin
                    a_reg <= a_reg<<1;
                    b_reg <= b_reg>>1;
                    counter <= counter + 1'b1;
                end
                DONE: counter <= '0;
                default: ;
            endcase
        end
    end
endmodule
==> flow/run.sh <==
#!/bin/bash
# OpenROAD 26Q1-2900-gdf79404cd8, Yosys 0.63+post, stock flow scripts
make -C /OpenROAD-flow-scripts/flow DESIGN_CONFIG=/design/flow/config.mk WORK_HOME=/design/flow/orfs finish
==> flow/config.mk <==
export PLATFORM = sky130hd
export DESIGN_NAME = shift_add_multiplier
export DESIGN_NICKNAME = shift_add_multiplier
export VERILOG_FILES = /design/flow/design.v
export SDC_FILE = /design/flow/constraint.sdc
export NUM_CORES = 4
export LEC_CHECK = 1
export CORE_UTILIZATION = 40
==> flow/constraint.sdc <==
current_design shift_add_multiplier

set clk_period 19.0
set clk_io_pct 0.2

create_clock -name clk0 -period $clk_period [get_ports {clk}]

set non_clock_inputs [all_inputs -no_clocks]
set_input_delay [expr $clk_period * $clk_io_pct] -clock clk0 $non_clock_inputs
set_output_delay [expr $clk_period * $clk_io_pct] -clock clk0 [all_outputs]
==> CHANGELOG.md <==
### Physical design

* WL/cell at ~17 um
* Number of enable flip-flop cells at 0
* Min Hold Slack at between 0.4 and 0.5 ns
* Wire length of the first global-routing pass at a little over 70 mm
* Hold Path Origin: b_reg[13]
* # DRC at 0
* Post-synth regs at roughly 170
* Peak Freq at between 90 and 100 MHz
* Sequential cell area at between 0.003 and 0.004 sq mm
* GRT Resource Usage Total at between 20 and 30%
* Comb area at 0.00982 sq mm
* CTS Buf Count at 17
* Status: complete, no violations
* Share of the synthesized area in the top cell type at between 20% and 30%
* Crit Path Class: input port to output pin
* CTS clk-pin slew, worst paths at ~0.070 ns
* Async set-reset flop share out of synthesis at 0%
* Warnings, synthesis at 1
* RSZ-0062 raised after global routing: no
* Seq/Total Area, Yosys at about 25%
* Worst Hold Class: register to register
* Hold path depth at 2
* Fp_density at 40.9%
* Clock sinks at 170
* Routability cong. at ~0.94
* Final setup vio count at 0
* Cell row count at 67
* HPWL Detailed at 32.6 mm
* Post-CTS Setup Bufs at 0
* Max-cap violations at 0
* Reg-to-Reg End: accumulator[63]
* Leakage power at around 6.2 nW
* Stage-log warning count at 28
* First-iteration detailed-routing DRC count at approximately 1100
* Worst-skew pair later-pin latency at approximately 0.44 ns
* Mapped Area at between 0.01 and 0.015 sq mm
* I/O pins at 134
* CP max-delay cell: buf_4
* Worst Tran Pin Value at 0.833 ns
* Critical R2R Launch: accumulator[2]
* Synth cell types at roughly 74
* Clock Skew at about 0.016 ns
* Post-CTS Hold Buffers at 0
* Most instantiated cells after synthesis: nand2_1, a21oi_1, nor2_1
* Post-synth top area cell: dfxtp_1
* Congestion Overflow GR at 0
* YS chip area at around 0.014 sq mm
* Filler cells at between 3000 and 4000
* DRT Pass-1 Iters at 5
* Full die area at between 0.03 and 0.04 sq mm
* Worst path top cell family by delay: buffers and inverters
* Arr. time, crit path at 6.91 ns
* Fraction of layout cells with a size suffix above 1 at around 4.4%
* Post-cts resize count at 0
* Die Wd at about 190 um
* Final Hold Viols at 0
* Ys cells at between 2000 and 2500
* Largest net degree at the start of global routing at 70
* Via count at roughly 14000
* Placed Cells at between 2000 and 2500
* Number of global-route vias before repair at between 10000 and 15000
* # diodes at 0
* Relative slew slack at 43.8%
* Initial antenna violation count at 0
* PortBufs at between 100 and 150
* Syn avg cell area at approximately 6.9 sq um
* CTS tree: yes
* Top_reg_cell synth: dfxtp_1
* Placed inst area at about 0.015 sq mm
* Buf/Inv on CP at 4
* Tcrit/Tclk final at 56.4%
* Critical Path Max Stage Delay at 0.55 ns
* Pwr dens at roughly 56 mW/mm^2
* Total Wirelength at between 40 and 50 mm
* Slew Limit Fails at 0
* Worst path most repeated cell: clkdlybuf4s50_1
* Non-Filler Instances at ~2500
* Clock Tree Buf Depth at 2
* Core area at between 0.03 and 0.04 sq mm
* Worst R2R Setup Slack at 14.39 ns
* Overall power at roughly 900 uW
* Top cells, area: dfxtp_1, nand2_1, a21oi_1
* Crit path DRT at roughly 15 ns
* Final Instance Area at between 0.015 and 0.02 sq mm
* Via density at between 5 and 6
* Startpoint types: input port
* Antenna-violating nets left at 0
* Final min period at roughly 11 ns
* CTS H-tree lvls at 4
* Worst Hold End: b_reg[13]
* Crit-path cells: clkdlybuf4s50_1, inv_1, ha_2, buf_4, nand2_1, or3_1, a21oi_1, clkdlybuf4s50_1
* Sum Neg Setup Slack at 0 ns
* Post-Synthesis Cells at between 2000 and 2500
* R2R depth at 11
* Crit-path max FO at approximately 61
* DIE HEIGHT at around 190 um
* Synth top cell by count: nand2_1
* Area Growth Syn to Fin at 15.8%
* Root buf cell: clkbuf_16
* CP endpoint kind: output pin
* Peak VDD IR at approximately 0.06 mV
-- power by group --
| group | total [mW] | switching, mW | leakage (nW) | internal, mW |
|---|---|---|---|---|
| registers | 0.379 | 0.0121 | 1.38 | 0.367 |
| logic | 0.163 | 0.104 | 4.52 | 0.0593 |
| clock network | 0.358 | 0.155 | 0.281 | 0.203 |
| total | 0.901 | 0.271 | 6.18 | 0.630 |
-- worst register-to-register path, cell delays in order (launching register included) --
cell and delay (ns):
dfxtp_1 0.56, ha_1 0.28, o211ai_1 0.13, o21ai_0 0.47
nand4_1 0.25, a2111oi_0 0.76, nor4b_1 0.25, o21ai_0 0.47
a31oi_1 0.26, o41ai_1 0.73, a21oi_1 0.15, nand4b_1 0.20
-- kinds of logic after synthesis --
logic type               count (synthesis)  synth area share, %
flip-flops                             170                 24.7
adder cells (fa/ha/maj)                 73                 6.67
buffers and inverters                  163                 4.44
XOR/XNOR                               116                 7.36
AND-OR/OR-AND                          665                 30.1
AND/OR/NAND/NOR                        811                 26.3
multiplexers                             6                0.462
-- layout by cell type, fill, tap and decap left out, types with 4 or more instances in the layout --
cell / n
or4_1: 9
o21ba_2: 13
o2111ai_1: 4
o21a_1: 12
o31a_1: 7
xnor2_1: 64
inv_1: 29
buf_4: 21
nand3_1: 62
o21bai_1: 11
nand2_1: 373
a22o_1: 27
nor3_1: 58
o41ai_1: 12
o211ai_1: 8
and2_1: 6
o21ai_0: 150
nand2b_1: 18
dfxtp_1: 168
nor2_1: 172
ha_1: 71
a311oi_1: 19
nor2b_1: 13
xor2_1: 52
and3_1: 11
a21oi_1: 252
a21o_1: 37
nor4_1: 12
a22oi_1: 32
a31oi_1: 11
a211oi_1: 8
or3_1: 29
o31ai_1: 25
clkbuf_16: 17
a221oi_1: 5
inv_6: 4
nand4_1: 19
clkdlybuf4s50_1: 132
-- cell type report --
cell class	instances	share of cell area, %
inverters	31	0.728
clock inverters	11	0.845
multi-input cells	1671	61.5
well taps	448	3.51
clock buffers	21	2.88
flip-flops and latches	170	21.3
repair buffers	153	9.25
-- metal layers --
layer  part of all wire, %  track usage [%]  vias to the layer above
li1                      -                -                     7306
met5                     0                0                        -
met3                   6.6             4.22                       32
met1                    53             42.5                     6636
met4                   1.1             2.91                        0
met2                    40             34.5                      483
-- metrics by stage --
step           setup WS [ns]  util [%]
6_report                8.29      47.3
5_1_grt                 8.16      47.3
4_1_cts                 8.32      47.3
3_5_place_dp            8.32      45.6
3_3_place_gp            8.40      45.6
2_1_floorplan          10.03         -
-- worst max-delay path by stage --
stage	to	startpoint	slack (ns)	depth (start not counted)
6_report	p[14]	mul_type[1]	8.29	8
4_1_cts	p[14]	mul_type[1]	8.32	8
5_1_grt	p[14]	mul_type[1]	8.16	8
Power figures rest on the tool's default switching activity, not on a simulated workload.
