**design/flow/design.v**
```verilog
interface banked_mem_itf(
    input   bit         clk,
    input   bit         rst
);
    logic   [31:0]      addr;
    logic               read;
    logic               write;
    logic   [63:0]      wdata;
    logic               ready;
    logic   [31:0]      raddr;
    logic   [63:0]      rdata;
    logic               rvalid;
    bit                 error = 1'b0;
    modport dut (
        input           clk,
        input           rst,
        output          addr,
        output          read,
        output          write,
        output          wdata,
        input           ready,
        input           raddr,
        input           rdata,
        input           rvalid
    );
    modport mem (
        input           clk,
        input           rst,
        input           addr,
        input           read,
        input           write,
        input           wdata,
        output          ready,
        output          rdata,
        output          raddr,
        output          rvalid,
        output          error
    );
    modport mon (
        input           clk,
        input           rst,
        input           addr,
        input           read,
        input           write,
        input           wdata,
        input           ready,
        input           rdata,
        input           raddr,
        input           rvalid,
        input           error
    );
endinterface
interface mem_itf(
    input   bit         clk,
    input   bit         rst
);
    logic   [31:0]      addr;
    logic   [3:0]       rmask;
    logic   [3:0]       wmask;
    logic   [31:0]      rdata;
    logic   [31:0]      wdata;
    logic               resp;
    bit                 error = 1'b0;
    modport dut (
        input           clk,
        input           rst,
        output          addr,
        output          rmask,
        output          wmask,
        input           rdata,
        output          wdata,
        input           resp
    );
    modport mem (
        input           clk,
        input           rst,
        input           addr,
        input           rmask,
        input           wmask,
        output          rdata,
        input           wdata,
        output          resp,
        output          error
    );
    modport mon (
        input           clk,
        input           rst,
        input           addr,
        input           rmask,
        input           wmask,
        input           rdata,
        input           wdata,
        input           resp,
        output          error
    );
endinterface
interface mon_itf(
    input   bit             clk,
    input   bit             rst
);
            logic           valid [8];
            logic   [63:0]  order [8];
            logic   [31:0]  inst [8];
            logic           halt [8];
            logic   [4:0]   rs1_addr [8];
            logic   [4:0]   rs2_addr [8];
            logic   [31:0]  rs1_rdata [8];
            logic   [31:0]  rs2_rdata [8];
            logic   [4:0]   rd_addr [8];
            logic   [31:0]  rd_wdata [8];
            logic   [31:0]  pc_rdata [8];
            logic   [31:0]  pc_wdata [8];
            logic   [31:0]  mem_addr [8];
            logic   [3:0]   mem_rmask [8];
            logic   [3:0]   mem_wmask [8];
            logic   [31:0]  mem_rdata [8];
            logic   [31:0]  mem_wdata [8];
            bit             error = 1'b0;
endinterface
package rv32i_types;
    typedef enum logic [6:0] {
        op_b_lui   = 7'b0110111,  
        op_b_auipc = 7'b0010111,  
        op_b_jal   = 7'b1101111,  
        op_b_jalr  = 7'b1100111,  
        op_b_br    = 7'b1100011,  
        op_b_load  = 7'b0000011,  
        op_b_store = 7'b0100011,  
        op_b_imm   = 7'b0010011,  
        op_b_reg   = 7'b0110011,  
        op_b_csr   = 7'b1110011   
    } rv32i_op_b_t;
    typedef enum logic [6:0] {
        op_lui   = 7'b0110111,  
        op_auipc = 7'b0010111,  
        op_jal   = 7'b1101111,  
        op_jalr  = 7'b1100111,  
        op_br    = 7'b1100011,  
        op_load  = 7'b0000011,  
        op_store = 7'b0100011,  
        op_imm   = 7'b0010011,  
        op_reg   = 7'b0110011,  
        op_csr   = 7'b1110011   
    } rv32i_opcode;
    typedef enum bit [2:0] {
        beq  = 3'b000,
        bne  = 3'b001,
        blt  = 3'b100,
        bge  = 3'b101,
        bltu = 3'b110,
        bgeu = 3'b111
    } branch_funct3_t;
    typedef enum bit [2:0] {
        lb  = 3'b000,
        lh  = 3'b001,
        lw  = 3'b010,
        lbu = 3'b100,
        lhu = 3'b101
    } load_funct3_t;
    typedef enum bit [2:0] {
        sb = 3'b000,
        sh = 3'b001,
        sw = 3'b010
    } store_funct3_t;
    typedef enum bit [2:0] {
        add  = 3'b000,  
        sll  = 3'b001,
        slt  = 3'b010,
        sltu = 3'b011,
        axor = 3'b100,
        sr   = 3'b101,  
        aor  = 3'b110,
        aand = 3'b111
    } arith_funct3_t;
    typedef enum bit [2:0] {
        alu_add = 3'b000,
        alu_sll = 3'b001,
        alu_sra = 3'b010,
        alu_sub = 3'b011,
        alu_xor = 3'b100,
        alu_srl = 3'b101,
        alu_or  = 3'b110,
        alu_and = 3'b111
    } alu_ops;
    typedef enum bit [2:0] {
        mul     = 3'b000,
        mulh    = 3'b001,
        mulhsu  = 3'b010,
        mulhu   = 3'b011
    } mul_funct3_t;
    typedef enum bit [2:0] {
        div = 3'b100,
        divu = 3'b101,
        rem = 3'b110,
        remu = 3'b111
    } div_funct3_t;
    typedef enum bit [2:0] {
        mul_uu      = 3'b000,
        mul_ss      = 3'b001,
        mul_su      = 3'b010
    } mul_ops;
endpackage
package module_types;
    localparam I_QUEUE_D_WIDTH = 64+32+1;
    localparam I_QUEUE_DEPTH = 32;
    localparam ROB_DEPTH = 16;
    localparam ROB_ADDR_WIDTH = $clog2(ROB_DEPTH);
    localparam ROB_IDX_SIZE = $clog2(ROB_DEPTH);
    localparam PHYS_REGSIZE = 64;
    localparam HALF_PHYS_REGSIZE = 32;
    localparam HALF_PHYS_REG_ADDR = $clog2(HALF_PHYS_REGSIZE);
    localparam PHYS_REG_ADDR = $clog2(PHYS_REGSIZE);
    localparam RES_SIZE = 16;
    localparam RES_ADDR_WIDTH = $clog2(RES_SIZE);
    localparam MULT_RES_SIZE = 8;
    localparam M_RES_ADDR_WIDTH = $clog2(MULT_RES_SIZE);
    localparam BR_DIV_RES_SIZE = 8;
    localparam BD_RES_ADDR_WIDTH = $clog2(BR_DIV_RES_SIZE);
    localparam BTB_HEIGHT = 128;
    localparam BTB_SET_IDX = $clog2(BTB_HEIGHT);
    localparam BTB_TAG_SIZE = 32 - BTB_SET_IDX - 2;
    localparam BP_HEIGHT = 64;
    localparam BP_SET_IDX = $clog2(BP_HEIGHT);
    typedef struct packed {
        logic  valid;
        logic [63:0]  order;   
        logic [31:0]  inst;
        logic [4:0]  rs1_addr;
        logic [4:0] rs2_addr;
        logic [31:0] rs1_rdata;
        logic [31:0] rs2_rdata;
        logic [4:0] rd_addr;
        logic [31:0] rd_wdata;
        logic [31:0] pc_rdata;
        logic [31:0] pc_wdata;
        logic [31:0] mem_addr;
        logic [3:0]  mem_rmask;
        logic [3:0]  mem_wmask;
        logic [31:0] mem_rdata;
        logic [31:0] mem_wdata;
    } RVFI_signals_t;
    typedef struct packed {
        logic [31:0] inst;
        logic [PHYS_REG_ADDR-1:0]  rs1_s;
        logic [PHYS_REG_ADDR-1:0]  rs2_s;
        logic [PHYS_REG_ADDR-1:0]  rd_s;            
        logic [31:0] rd_v;
        logic [6:0] opcode;
        logic [2:0] fuop;
        logic [2:0] funct3;
        logic [31:0] sext_imm;
        logic ALUsrc;
        logic filled;
        logic rs1_valid;
        logic rs2_valid;
        logic [ROB_IDX_SIZE-1:0] robIndex;
        logic [31:0] pc;
        logic [31:0] pc_next;
        logic  br_pred;
    } reservationStation_reg_t;
    typedef struct packed {
        logic [31:0] inst;
        logic [PHYS_REG_ADDR-1:0]  rs1_s;
        logic [PHYS_REG_ADDR-1:0]  rs2_s;
        logic [PHYS_REG_ADDR-1:0]  rd_s;            
        logic [31:0] rs1_v;
        logic [31:0] rs2_v;
        logic [31:0] rd_v;
        logic [6:0] opcode;
        logic [2:0] fuop;
        logic [2:0] funct3;
        logic [31:0] sext_imm;
        logic ALUsrc;
        logic filled;
        logic rs1_valid;
        logic rs2_valid;
        logic [ROB_IDX_SIZE-1:0] robIndex;
        logic [31:0] pc;
        logic [31:0] pc_next;
        logic  br_pred;
    } functional_unit_t;
    typedef struct packed {
        RVFI_signals_t rvfi_signals;
        logic [PHYS_REG_ADDR-1:0]    phys_addr;
        logic [4:0]    rd_addr;
        logic store_inst;
        logic control_inst;
        logic br_inst;
        logic [31:0] pc;
        logic [31:0] pc_next;
        logic taken;
        logic br_miss;
        logic ready;
    } rob_entry_t;
    typedef enum bit [2:0] {
        arith   = 3'b000,
        comp    = 3'b001,
        mult    = 3'b010,
        agen    = 3'b011,
        branch  = 3'b100,
        division = 3'b101
    } func_unit_sel_t;
    typedef struct packed {
        logic [31:0]        inst;
        logic               ALUsrc;
        logic   [2:0]       fuop;
        logic   [4:0]       rd_addr;
        logic   [4:0]       rs1_addr;
        logic   [4:0]       rs2_addr;
        logic   [31:0]      sext_imm;
        logic   [6:0]       funct7;  
        logic   [2:0]       funct3;
        logic   [6:0]       opcode;  
        func_unit_sel_t     func_unit_sel;
        logic [31:0] pc;
        logic [31:0] pc_next;
        logic  br_pred;
    } decoded_output_t;
    typedef struct packed {
        logic [PHYS_REG_ADDR-1:0]     phys_addr;
        logic           RAT_valid;
    } rat_entry_t;
    typedef struct packed {
        logic [31:0] data;
        logic valid;
        logic [PHYS_REG_ADDR-1:0] commit_phys_rd_addr;
        logic [4:0] commit_arch_rd_addr;
        logic [ROB_IDX_SIZE-1:0] ROB_id;
        logic [31:0] mem_addr;
        logic [3:0] mem_rmask;
        logic [3:0] mem_wmask;
        logic [31:0] mem_wdata;
        logic [31:0] mem_rdata;
        logic [31:0] pc_next;
        logic br_miss;
        logic br_en;
    } cdb_output_t;
    typedef struct packed {
        logic [31:0] mem_addr;
        logic [31:0] mem_wdata;
        logic [3:0] mem_wmask;
    } store_buf_entry_t;
    typedef struct packed{
        logic   [31:0]  dfp_addr;
        logic           dfp_read;
        logic           dfp_write;
        logic   [255:0] dfp_rdata;
        logic   [255:0] dfp_wdata;
        logic           dfp_resp;
    } cache_dfp_port_t;
    typedef struct packed {
        logic [31:0] target_addr;
        logic [BTB_TAG_SIZE-1:0] tag;
        logic  valid;
    } BTB_read_t;
    typedef enum bit [1:0] {  
        STRONGLY_NOT, WEAKLY_NOT, WEAKLY_TAKEN, STRONGLY_TAKEN
    } TWO_BIT_SAT_COUNTER;
endpackage
module cacheline_adaptor(
    input   logic           clk,
    input   logic           rst,
    input  logic   [31:0]  ufp_addr,  
    input  logic           ufp_read,  
    input  logic           ufp_write,  
    output logic   [255:0] ufp_rdata,  
    input  logic   [255:0] ufp_wdata,  
    output logic           ufp_resp,  
    output  logic   [31:0]  dfp_addr,  
    output  logic           dfp_read,  
    output  logic           dfp_write,  
    input   logic   [63:0]  dfp_rdata,  
    output  logic   [63:0]  dfp_wdata,  
    input   logic           dfp_resp  
);
    logic [255:0]   rdata, rdata_ff;
    logic [255:0]   wdata, wdata_ff;
    logic [31:0]    mem_addr, mem_addr_ff;
    enum int unsigned {  
        IDLE, READ_REQ, READ_ACCUM_1, READ_ACCUM_2, READ_ACCUM_3, READ_ACCUM_4 , WRITE_1, WRITE_2, WRITE_3, WRITE_4  
    } curr_state, next_state;
    always_ff @(posedge clk) begin
        if(rst) begin
            curr_state <= IDLE;
        end else begin
            curr_state <= next_state;
            rdata_ff <= rdata;
            wdata_ff <= wdata;
            mem_addr_ff <= mem_addr;
        end
    end
    always_comb begin
        dfp_addr = '0;
        dfp_read = '0;
        dfp_write = '0;
        dfp_wdata = '0;
        ufp_resp = '0;
        ufp_rdata = '0;
        rdata = rdata_ff;
        wdata = wdata_ff;
        next_state = curr_state;
        mem_addr = mem_addr_ff;
        unique case(curr_state)
            IDLE: begin
                if(ufp_read) begin
                    mem_addr = ufp_addr;
                    next_state = READ_REQ;
                end
                else if(ufp_write) begin
                    mem_addr = ufp_addr;
                    next_state = WRITE_1;
                    wdata = ufp_wdata;
                end
            end
            READ_REQ: begin
                dfp_addr = mem_addr_ff;
                dfp_read = 1'b1;
                next_state = READ_ACCUM_1;
            end
            READ_ACCUM_1: begin
                if(dfp_resp) begin
                    rdata[63:0] = dfp_rdata;
                    next_state = READ_ACCUM_2;
                end
            end
            READ_ACCUM_2: begin
                rdata[127:64] = dfp_rdata;
                next_state = READ_ACCUM_3;
            end
            READ_ACCUM_3: begin
                rdata[191:128] = dfp_rdata;
                next_state = READ_ACCUM_4;
            end
            READ_ACCUM_4: begin
                rdata[255:192] = dfp_rdata;
                ufp_rdata = rdata;
                ufp_resp = 1'b1;
                next_state = IDLE;
            end
            WRITE_1: begin
                dfp_addr = mem_addr_ff;
                dfp_write = 1'b1;
                dfp_wdata = wdata_ff[63:0];
                next_state = WRITE_2;
            end
            WRITE_2: begin
                dfp_addr = mem_addr_ff;
                dfp_write = 1'b1;
                dfp_wdata = wdata_ff[127:64];
                next_state = WRITE_3;
            end
            WRITE_3: begin
                dfp_addr = mem_addr_ff;
                dfp_write = 1'b1;
                dfp_wdata = wdata_ff[191:128];
                next_state = WRITE_4;
            end
            WRITE_4: begin
                dfp_addr = mem_addr_ff;
                dfp_write = 1'b1;
                dfp_wdata = wdata_ff[255:192];
                ufp_resp = 1'b1;
                next_state = IDLE;
            end
            default: begin
            end
        endcase
    end
endmodule: cacheline_adaptor
```
**design/flow/run.sh**
```bash
#!/bin/bash
# OpenROAD 26Q1-2900-gdf79404cd8, Yosys 0.63+post, stock flow scripts
make -C /OpenROAD-flow-scripts/flow DESIGN_CONFIG=/design/flow/config.mk WORK_HOME=/design/flow/orfs finish
```
**design/flow/config.mk**
```make
export PLATFORM = sky130hd
export DESIGN_NAME = cacheline_adaptor
export DESIGN_NICKNAME = cacheline_adaptor
export VERILOG_FILES = /design/flow/design.v
export SDC_FILE = /design/flow/constraint.sdc
export NUM_CORES = 4
export LEC_CHECK = 1
export CORE_AREA = 10 10 336 336
export DIE_AREA = 0 0 346 346
```
**design/flow/constraint.sdc**
```tcl
current_design cacheline_adaptor

set clk_period 48.4
set clk_io_pct 0.2

create_clock -name clk0 -period $clk_period [get_ports {clk}]

set non_clock_inputs [all_inputs -no_clocks]
set_input_delay [expr $clk_period * $clk_io_pct] -clock clk0 $non_clock_inputs
set_output_delay [expr $clk_period * $clk_io_pct] -clock clk0 [all_outputs]
```
==> results_slide.txt <==
Implementation Results

Power and ir drop
  – Comb pwr share: under 10%
  – Sequential Power Share: between 40 and 50%
  – P_sw: between 200 and 250 uW
  – Power per Cell Area: 33.3 mW/mm2
  – Net Sw Frac: between 20% and 30%
  – Peak VDD IR: around 0.000031 V
  – Int Power: between 700 and 800 uW
  – Clock Power Share: between 40 and 50%
  – LEAKAGE: approximately 9.5 nW

Worst setup path
  – Endpoint type of the worst setup path: output pin
  – Slowest stage cell, crit path: clkdlybuf4s50_1
  – Most frequent CP cell: clkdlybuf4s50_1
  – CP Launch Type: input port
  – Critical path peak fanout: 4
  – Crit path arrival time: approximately 11000 ps
  – Largest delay share family, worst path: buffers and inverters
  – Kind of critical path: input port to output pin
  – Critical path's largest stage delay: ~670 ps
  – CP Data Required Time: slightly below 40000 ps
  – WP buf/inv: 2
  – Cells along the critical path: clkdlybuf4s50_1 > and2_1 > clkdlybuf4s50_1

Floorplan
  – Initial Util: between 10% and 20%
  – Core ar.: between 0.1 and 0.15 mm2
  – Number of I/O pins: 712
  – Die ar.: around 0.12 mm2
  – Die W: between 300 and 400 um
  – Rows: roughly 120
  – Die Ht: 346 um

Cells and area
  – Filler cell count: 10600
  – Share of cells above drive strength 1: ~6.5%
  – Syn-to-layout area delta: 59.1%
  – Finished Cell Area: roughly 0.029 mm2

Clock network
  – CTS tree: yes
  – Post-CTS Setup Bufs: 0
  – Total CTS buffers: just under 60
  – Late-Pin Clk Latency: 650 ps
  – Clock Sinks: 490
  – Clock-pin slew on the worst setup and hold paths: 60 ps
  – CTS Hold Buffers Added: 0
  – Clk buf depth: 3
  – Root Driver: clkbuf_16
  – Deepest level of the CTS H-tree: 2
  – Post_cts resized: 0

Hold path
  – Tightest Hold Check Type: register to register

Flow run
  – Number of max-cap violations: 0
  – Tool warning count: 27

Placed design
  – Area of placed instances: between 0.02 and 0.03 mm2
  – Gpl congestion: 0.835
  – I/O Buffers: 711
  – Dpl hpwl: around 52 mm

Drt
  – Post-route DRC violation count: 0
  – First-pass DRT Iterations: 5
  – Drt initial violations: approximately 600
  – DRT Wirelength: between 60 and 70 mm
  – Avg WL per Cell: roughly 21 um
  – Vias/cell: around 3.6
  – Via count: between 10000 and 15000
  – Routed Antenna Nets: 0

STA
  – Worst-Margin Slew: approximately 830 ps
  – Sum Neg Setup Slack: 0 ps
  – Final setup violation count: 0
  – Final hold violations: 0
  – Min cycle time layout: 20670 ps
  – Clk_skew: ~26 ps
  – Final Cycle Share: 42.7%
  – Rel. slew slack: approximately 45%
  – RSZ-0062 raised after global routing: no
  – Fmax: between 40 and 50 MHz
  – Final tally of max-slew violations: 0

Global routing
  – Gr ovfl total: 0
  – Largest net degree at the start of global routing: roughly 180
  – Antenna violations before repair: 14
  – Vias in the first global route: ~12000
  – First-pass GRT wire length: ~95 mm
  – GRT Util Overall: roughly 11%

Run status
  – Run status: completed

Synthesis
  – Yosys warning count: 1
  – # Cells Yosys: roughly 1100
  – Number of synthesized register bits: around 490
  – Seq/Total Area, Yosys: between 80 and 90%
  – Syn Area/Cell: about 17 um2
  – Mapped Cells: approximately 1100
  – Synthesized area: 0.0181 mm2
  – Yosys chip area: about 0.018 mm2
  – Synth cell types: 21
-- logic make-up after synthesis --
family / count (synthesis) / synth area share (%)
AOI/OAI and AO/OA: 162 / 6.73
buffers and inverters: 65 / 1.56
DFF: 490 / 80.9
and+or+nand+nor: 335 / 10.8
-- placed cells by master (no fill, tap or decap), types with 2 or more instances in the layout --
master / netlist / final
inv_6: 0 / 3
clkdlybuf4s50_1: 0 / 711
and2_1: 256 / 256
inv_1: 2 / 2
bufinv_16: 0 / 4
a22oi_1: 128 / 128
clkinv_1: 0 / 8
dfxtp_4: 0 / 5
inv_8: 0 / 3
buf_4: 0 / 17
edfxtp_1: 480 / 480
nor2b_1: 5 / 3
clkinv_8: 0 / 2
diode_2: 0 / 2
a21boi_0: 31 / 31
nor2b_4: 0 / 2
clkinv_2: 0 / 11
clkbuf_16: 0 / 58
dfxtp_1: 10 / 5
nand2_1: 65 / 65
clkinv_4: 0 / 6
clkbuf_1: 33 / 13
-- layout make-up --
cell class / count / area [um2] / share of cell area, %
well taps: 1391 / 1740 / 6.05
clock inverters: 39 / 388 / 1.35
clock buffers: 71 / 1500 / 5.22
multi-input cells: 497 / 3210 / 11.2
flip-flops and latches: 490 / 14600 / 50.9
diodes: 2 / 5.00 / 0.0174
inverters: 2 / 7.51 / 0.0261
repair buffers: 729 / 7260 / 25.3
-- synthesized netlist by cell type --
cell type / n / area, um2
edfxtp_1: 480 / 14400
and2_1: 256 / 1600
a22oi_1: 128 / 961
nand2_1: 65 / 244
clkbuf_1: 33 / 124
a21boi_0: 31 / 233
buf_2: 27 / 135
dfxtp_1: 10 / 200
nor2b_1: 5 / 31.3
clkbuf_2: 3 / 15.0
inv_1: 2 / 7.51
nor2_1: 2 / 7.51
nor4bb_1: 2 / 20.0
a211o_1: 1 / 8.76
a21boi_1: 1 / 7.51
a21oi_1: 1 / 5.00
and3b_1: 1 / 8.76
nand2b_1: 1 / 6.26
nor3b_1: 1 / 7.51
nor4_4: 1 / 21.3
or2_2: 1 / 6.26
-- metal layers --
metal,vias to the layer above,share of wire (%),track usage (%)
met1,5511,36,13.2
met4,10,1.7,1.74
met5,-,0.10,0
met3,83,14,7.38
li1,5420,-,-
met2,636,47,18.3
-- worst reg2reg max path, stage by stage, from the launching register on --
cell and delay, ps:
dfxtp_1 370, nor4bb_4 280, buf_4 470, buf_4 660, buf_4 630, buf_4 770
-- worst paths after layout --
kind / slack, ps / cells past startpoint / start / endpoint
min: 470 / 2 / curr_state[3] / curr_state[3]
min reg2reg: 470 / 2 / curr_state[3] / curr_state[3]
max reg2reg: 44810 / 5 / curr_state[0] / wdata_ff[254]
max: 27730 / 3 / dfp_rdata[6] / ufp_rdata[198]
-- flip-flops by register name, indices dropped and copies added (netlist names) --
register,count
mem_addr_ff,32
wdata_ff,256
rdata_ff,192
curr_state,10
-- through the flow --
stage	utilization [%]	worst slack (ps)	hold slack [ps]	power (mW)	cells
floorplan	-	12940	450	0.497	1052
detailed placement	25.5	27720	469	0.541	3109
finish	27.3	27730	474	0.957	3221
global route	27.3	27680	493	0.995	3221
global placement	25.5	27730	462	0.541	3109
CTS	27.3	27720	479	0.976	3219
-- power by group through the flow --
stage	registers (mW)	logic (mW)	clock network, mW
global route	0.478	0.0588	0.458
finish	0.477	0.0540	0.426
CTS	0.477	0.0558	0.443
Power is estimated from default activity; no workload was simulated.
